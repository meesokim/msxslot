$ cat flow/config.mk
export PLATFORM = sky130hd
export DESIGN_NAME = msxbus
export DESIGN_NICKNAME = msxbus
export VERILOG_FILES = /design/flow/design.v
export SDC_FILE = /design/flow/constraint.sdc
export NUM_CORES = 4
export LEC_CHECK = 1
export CORE_AREA = 10 10 77 77
export DIE_AREA = 0 0 87 87
$ cat flow/constraint.sdc
current_design msxbus

set clk_period 2.9
set clk_io_pct 0.2

create_clock -name clk0 -period $clk_period [get_ports {clk}]
create_clock -name clk1 -period $clk_period [get_ports {spi_clk}]

set non_clock_inputs [all_inputs -no_clocks]
set_input_delay [expr $clk_period * $clk_io_pct] -clock clk0 $non_clock_inputs
set_output_delay [expr $clk_period * $clk_io_pct] -clock clk0 [all_outputs]
$ cat flow/design.v
module msxbus (
    input  wire clk,              
    input  wire spi_cs,              
    input  wire spi_clk,          
    input  wire spi_mosi,         
    output reg  spi_miso,         
    input  wire z80_wait,         
    output reg  z80_rd,       
    output reg  z80_wr,       
    output reg  z80_mem,        
    output reg  z80_io,        
    output reg  z80_reset,
    output reg  msltsl1, msltsl2,
    output reg  [15:0] z80_addr,  
    inout  wire [7:0] z80_data    
);
    reg [7:0] z80_data_out;       
    reg z80_data_out_en;          
    reg [7:0] spi_data_in;        
    reg [7:0] spi_data_out;        
    reg [7:0] spi_cmd;            
    reg [15:0] spi_addr;          
    reg transaction_done;         
    reg [2:0] z80_cycle_state;    
    reg z80_clk;
    reg [3:0] clock;
    reg [6:0] spi_byte_cnt;
    reg [3:0] spi_bit_cnt;
    reg [7:0] spi_shift_reg;
    reg [7:0] spi_data;
    assign z80_data = z80_data_out_en ? z80_data_out : 8'bz;
    parameter T0 = 3'd0;
    parameter T1 = 3'd1;
    parameter T2 = 3'd2;
    parameter T3 = 3'd3;
    parameter T4 = 3'd4;
    parameter DONE = 3'd5;
    reg [2:0] z80_state;
    always @(posedge clk) begin
        clock <= clock + 1;
        if (clock > 12) begin
            z80_clk <= !z80_clk;
            clock <= 0;
        end
    end
    always @(posedge spi_clk or posedge spi_cs) begin
        if (spi_cs) begin
            spi_cmd <= 8'h00;
            spi_addr <= 16'h0000;
            transaction_done <= 1;
            spi_bit_cnt <= 0;
        end else begin
            spi_shift_reg <= {spi_shift_reg[6:0], spi_mosi};
            spi_bit_cnt <= spi_bit_cnt + 1;
            if (spi_bit_cnt == 7) begin
                case (spi_byte_cnt)
                    0: spi_cmd <= spi_shift_reg;            
                    1: spi_addr[7:0] <= spi_shift_reg;      
                    2: spi_addr[15:8] <= spi_shift_reg;     
                    3: spi_data <= spi_shift_reg;           
                endcase
                spi_byte_cnt <= spi_byte_cnt + 1;
                spi_bit_cnt <= 0;
                if (spi_byte_cnt == 3) begin
                    transaction_done <= 0;   
                    spi_byte_cnt <= 0;
                end
            end            
        end
    end
    always @(posedge z80_clk or negedge z80_reset) begin
        if (!z80_reset) begin
            z80_state <= T1;
            z80_mem <= 1;
            z80_io <= 1;
            z80_rd <= 1;
            z80_wr <= 1;
            msltsl1 <= 1;
            msltsl2 <= 1;
            z80_data_out_en <= 0;
        end else begin
            case (z80_state)
                T0: begin
                    if (spi_cmd > 0) begin
                        z80_state <= T1;
                    end
                end
                T1: begin
                    z80_addr <= spi_addr;
                    if (spi_cmd == 8'h01) begin
                        z80_mem <= 0;
                        z80_rd <= 0;  
                        msltsl1 <= 0;
                    end else if (spi_cmd == 8'h02) begin        
                        z80_mem <= 0;
                        z80_wr <= 0;
                        z80_data_out <= spi_data;
                        z80_data_out_en <= 1;
                        msltsl1 <= 0;
                    end else if (spi_cmd == 8'h03) begin 
                        z80_io <= 0;
                        z80_rd <= 0;  
                    end else if (spi_cmd == 8'h04) begin                
                        z80_io <= 0;
                        z80_wr <= 0;
                        z80_data_out <= spi_data;
                        z80_data_out_en <= 1;
                    end
                    z80_state <= T2;
                end
                T2: begin
                    if (z80_wait == 1) begin
                        z80_state <= T3;
                    end
                end
                T3: begin
                    if (spi_cmd == 8'h01) begin  
                        spi_data_out <= z80_data;
                    end else if (spi_cmd == 8'h02) begin  
                        z80_data_out_en <= 0;
                    end else if (spi_cmd == 8'h03) begin  
                        spi_data_out <= z80_data;
                    end else if (spi_cmd == 8'h04) begin  
                        z80_wr <= 1;  
                        z80_data_out_en <= 0;
                    end
                    z80_state <= DONE;
                end
                DONE: begin
                    z80_mem <= 1;
                    z80_io <= 1;
                    z80_wr <= 1;
                    z80_rd <= 1;
                    msltsl1 <= 1;
                    z80_state <= T0;
                end
            endcase
        end
    end
    always @(posedge spi_clk or posedge spi_cs) begin
        if (spi_cs) begin
            spi_miso <= 1'b0;
        end else begin
            if (spi_bit_cnt == 0)
            begin
                if (spi_byte_cnt == 0)
                    spi_data_in <= transaction_done ? 8'hFF : 8'h00;
                else if (spi_byte_cnt == 1)
                    spi_data_in <= spi_data_out;
                else 
                    spi_data_in <= 8'h00;
            end
            spi_miso <= spi_data_in[7-spi_bit_cnt];
        end
    end
endmodule
$ cat flow/run.sh
#!/bin/bash
# OpenROAD 26Q1-2900-gdf79404cd8, Yosys 0.63+post, stock flow scripts
make -C /OpenROAD-flow-scripts/flow DESIGN_CONFIG=/design/flow/config.mk WORK_HOME=/design/flow/orfs finish
==> job_summary.md <==
## Synthesis and layout report

| Metric | Value |
|---|---|
| Routed vias/inst | `3.36` |
| EDFF count, synth | `8` |
| DRT antenna net count | `0` |
| Critical path arrival | `1.54 ns` |
| Ports | `37` |
| Root Driver | `clkbuf_8` |
| Chip Area, Yosys | `902 um^2` |
| Leak pwr | `0.397 nW` |
| Mapped cell area | `902 um^2` |
| Total gr overflow | `0` |
| RSZ-0062 raised after global routing | `no` |
| RePlAce Congestion | `0.796` |
| HP Class | `reg2reg` |
| Max Cap Violations | `0` |
| Number of gates resized after CTS | `0` |
| CP Class | `reg2reg` |
| Total number of vias | `480` |
| Slew margin rel. | `0.596` |
| Critical R2R Capture | `spi_byte_cnt[1]$_SDFFCE_PN0P_` |
| Setup bufs post-CTS | `0` |
| Clock skew | `0.00395 ns` |
| Die height | `87 um` |
| Chip Area | `0.00757 mm^2` |
| H-tree Lvls | `1` |
| Worst r2r src | `spi_bit_cnt[2]$_DFF_PP0_` |
| Crit path required time | `2.78 ns` |
| CP bufs+invs | `0` |
| Cell area leaders | `edfxtp_1, buf_4, dfrtp_1, ha_1, dfstp_2` |
| Crit path max-delay family | `simple AND/OR/NAND/NOR gates` |
| Setup Viol. Count Final | `0` |
| Ys async rst share | `0.429` |
| Antenna violations before repair | `0` |
| Cell Type Count | `25` |
| CP Max Fanout | `7` |
| R2R Setup Slk | `1.24 ns` |
| # Cells Yosys | `87` |
| Ys flops | `14` |
| Status | `finished, final reports clean` |
| Register area share after synthesis | `0.434` |
| Row cnt | `24` |
| Hold endpoint | `transaction_done$_DFFE_PP1P_` |
| Placed cells | `139` |
| Min-Delay Startpoint | `transaction_done$_DFFE_PP1P_` |
| Worst-case clock buffer depth | `2` |
| Final instance count without filler cells | `143` |
| Max stage delay on crit path | `0.48 ns` |
| Core ar. | `0.00435 mm^2` |
| Setup TNS | `0 ns` |
| Detailed Route Iter0 Violations | `7` |
| Fin. Hold Viols | `0` |
| Crit. End Element | `flip-flop` |
| Final instance area | `908 um^2` |
| Top sig layer | `met4` |
| First-pass DRT Iterations | `4` |
| Syn Inst Count | `87` |
| Residual DRC | `0` |
| Synth top cell by count | `buf_4` |
| YS warnings | `3` |
| Area leader share | `0.266` |
| Worst R2R Path Depth | `3` |
| Vias in the first global route | `541` |
| Share of cells above drive strength 1 | `0.0769` |
| CTS tree | `yes` |
| Syn Area/Cell | `10.4 um^2` |
| Clk pin slew, worst setup/hold paths | `0.06 ns` |
| CTS Buf Count | `3` |
| DRT met1 WL | `633 um` |
| Drt total wl | `1.36 mm` |
| Count of tool warnings | `31` |
| Cell type with the largest total area | `edfxtp_1` |
| Largest net degree at the start of global routing | `9` |
| Hold Path Depth | `1` |
| Overall routing resource usage | `0.0344` |
| Clk sinks | `14` |
| Chip width | `87 um` |
| Placed instance area | `863 um^2` |
| Pwr dens | `431 mW/mm^2` |
| Worst-path cell chain | `nor2b_1, nand3_1, nor2_1` |
| Critical-path top delay cell | `nor2_1` |
| Port bufs | `2` |
| Top post-synthesis cells by count | `buf_4, edfxtp_1, dfrtp_1, inv_1, nand3_1` |
| Core Util at FP | `0.207` |
| Area Overhead vs Synth | `0.693%` |
| Met2 wire len | `646 um` |
| CTS Hold Bufs | `0` |
| Met3 WL | `63 um` |
| Slew Limit Fails | `0` |
| Worst-case vdd ir drop | `0.0967 mV` |
| Dominant flop cell | `edfxtp_1` |
| Least-Margin Pin Slew | `0.604 ns` |
| Wire length per cell | `9.48 um` |
| Detail Placement HPWL | `1.08 mm` |
| First-pass GRT wire length | `2.28 mm` |
| # diodes | `0` |
| Fillers | `468` |
| CP startpoint kind | `flip-flop` |
| Critical path depth | `3` |
worst register-to-register path: cells and delay by family (launching register included):
kind	cells	cell delay (ns)
AND/OR/NAND/NOR	3	0.90
flip-flops	1	0.40
worst max-delay path by stage:
| stage | startpoint | to |
|---|---|---|
| 4_1_cts | spi_bit_cnt[2]$_DFF_PP0_ | spi_byte_cnt[4]$_SDFFCE_PN0P_ |
| 5_1_grt | spi_bit_cnt[2]$_DFF_PP0_ | spi_byte_cnt[3]$_SDFFCE_PN0P_ |
| 6_report | spi_bit_cnt[2]$_DFF_PP0_ | spi_byte_cnt[1]$_SDFFCE_PN0P_ |
per-layer routing:
metal,up-vias,track usage
met2,21,0.0526
li1,233,-
met1,224,0.0475
met5,-,0
met4,0,0.0133
met3,2,0.00566
through the flow:
| step | setup slack (ns) | hold slack (ns) | power [mW] | util |
|---|---|---|---|---|
| floorplan | 1.49 | 0.370 | 0.256 | - |
| global placement | 0.990 | 0.445 | 0.234 | 0.198 |
| detailed placement | 0.996 | 0.447 | 0.234 | 0.198 |
| CTS | 1.23 | 0.454 | 0.397 | 0.209 |
| global route | 1.11 | 0.467 | 0.408 | 0.209 |
| finish | 1.24 | 0.452 | 0.391 | 0.209 |
report_power, final:
part           leakage, nW  switching (mW)  internal [mW]
clock               0.0228          0.0652         0.0970
combinational        0.229         0.00751        0.00506
sequential           0.146         0.00301          0.213
sequential cells by signal, summed over array words and instances (netlist names):
name and cells:
spi_byte_cnt 7, spi_bit_cnt 4, spi_data_in 1, spi_miso 1
transaction_done 1
placed cells by master, fill, tap and decap left out, types with 3 or more instances in the layout:
cell	Yosys	final
inv_1	5	5
dfrtp_1	5	5
nand3_1	5	5
nand2_1	3	3
edfxtp_1	8	8
clkbuf_8	0	3
xnor2_1	3	3
conb_1	2	31
ha_1	4	4
cell type report:
cell class	instances	area (um^2)	area share
inverter	5	18.8	0.0207
timing repair buffer	2	20.0	0.0220
multi-input combinational	66	368	0.405
clock buffer	4	45.0	0.0496
tap	52	65.1	0.0716
sequential	14	392	0.431
kinds of logic after synthesis:
| logic type | Yosys count | synth area share |
|---|---|---|
| simple gates | 19 | 0.126 |
| fa+ha+maj | 4 | 0.0555 |
| flops | 14 | 0.434 |
| buf+inv | 36 | 0.279 |
| compound gates | 7 | 0.0485 |
| xor+xnor | 5 | 0.0486 |
| other cells | 2 | 0.00832 |
No activity file was given, so power comes from the tool's default toggle rates.
