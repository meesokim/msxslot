File: design/flow/config.mk
export PLATFORM = sky130hd
export DESIGN_NAME = msxbus_simple
export DESIGN_NICKNAME = msxbus_simple
export VERILOG_FILES = /design/flow/design.v
export SDC_FILE = /design/flow/constraint.sdc
export NUM_CORES = 4
export LEC_CHECK = 1
export CORE_UTILIZATION = 30
File: design/flow/constraint.sdc
current_design msxbus_simple

set clk_period 2.5
set clk_io_pct 0.2

create_clock -name clk0 -period $clk_period [get_ports {CLK}]
create_clock -name clk1 -period $clk_period [get_ports {PCLK}]

set non_clock_inputs [all_inputs -no_clocks]
set_input_delay [expr $clk_period * $clk_io_pct] -clock clk0 $non_clock_inputs
set_output_delay [expr $clk_period * $clk_io_pct] -clock clk0 [all_outputs]
File: design/flow/design.v
module msxbus_simple (
    input CS,
    input CLK,
    input PCLK,
    inout [15:0] RDATA,
    input [1:0] SW,
    input INT, BUSDIR, WAIT,
    inout [7:0] DATA,
    output reg RD,
    output reg WR,
    output reg MREQ,
    output reg IORQ,
    output reg RESET,
    output reg [15:0] ADDR,
    output reg SLTSL1,
    output reg SLTSL2,
    output reg SLTSL1_CS1,     
    output reg SLTSL1_CS2,     
    output reg SLTSL1_CS12,    
    output reg SLTSL2_CS1,     
    output reg SLTSL2_CS2,     
    output reg SLTSL2_CS12,    
    output MCLK, SWOUT, 
    output reg RFSH,
    output reg M1
);
reg [7:0] input_data;
reg [15:0] rdata_out;
reg [7:0] CMD;         
reg [4:0] state;
reg rdata_drive;
reg [7:0] data_out;
reg data_drive;
assign RDATA = rdata_drive ? rdata_out : 16'bZ;
assign DATA = data_drive ? data_out : 8'bZ;   
assign SWOUT = 1'b1;
reg [1:0] delay_count;
localparam 
    IDLE = 3'd0,
    GET_ADDRESS = 3'd1,
    GET_CMD_DATA = 3'd2,
    GET_STATE_DATA = 3'd3,
    COMPLETE = 4'd9,
    CMD_MEM_READ = 4'd0,
    CMD_MEM_WRITE = 4'd1,
    CMD_IO_READ = 4'd2,
    CMD_IO_WRITE = 4'd3,
    CMD_RESET = 4'd5,
    CMD_STATUS = 4'd8;
reg [7:0] clk_divider;
reg mclk_out;
always @(posedge CLK) begin
    if (clk_divider == 8'd13) begin   
        clk_divider <= 8'd0;
        mclk_out <= ~mclk_out;
    end else begin
        clk_divider <= clk_divider + 1'b1;
    end
end
assign MCLK = mclk_out;
reg [3:0] setup_time;
always @(negedge PCLK or posedge CS) begin
    if (CS) begin
        state <= GET_CMD_DATA;
        RD <= 1'b1;
        WR <= 1'b1;
        MREQ <= 1'b1;
        IORQ <= 1'b1;
        SLTSL1 <= 1'b1;     
        SLTSL2 <= 1'b1;     
		SLTSL1_CS1 = 1'b1;
		SLTSL1_CS2 = 1'b1;
		SLTSL1_CS12 = 1'b1;
		SLTSL2_CS1 = 1'b1;
		SLTSL2_CS2 = 1'b1;
		SLTSL2_CS12 = 1'b1;
		M1 = 1'b1;
        RESET <= 1'b1;
		rdata_drive <= 1'b0;
        RFSH <= 1'b1;
        ADDR <= 4'hffff;
        data_out <= 2'hff;
        rdata_out <= 4'hffff;
    end else begin
        case (state)
            GET_CMD_DATA: begin
                CMD <= RDATA[15:8];
                case (RDATA[11:8])
                    CMD_MEM_READ: begin
                        data_drive <= 1'b0;   
                        state <= GET_ADDRESS;
                    end
                    CMD_MEM_WRITE: begin
                        data_out <= RDATA[7:0];
                        data_drive <= 1'b1;   
                        state <= GET_ADDRESS;
                    end
                    CMD_IO_READ: begin
                        data_drive <= 1'b0;   
                        state <= GET_ADDRESS;
                    end
                    CMD_IO_WRITE: begin
                        data_out <= RDATA[7:0];
                        data_drive <= 1'b1;   
                        state <= GET_ADDRESS;
                    end
                    CMD_RESET: begin  
                        RESET <= 1'b0;
                        state <= IDLE;
                    end
                    CMD_STATUS: begin  
                        state <= GET_STATE_DATA;
                        rdata_drive <= 1'b1;
                    end
                    default: state <= IDLE;
                endcase                
            end
            GET_ADDRESS: begin
                ADDR <= RDATA;
                MREQ <= CMD[1];
                IORQ <= !CMD[1];
                RD <= CMD[0];    
                WR <= !CMD[0];     
                if (!CMD[1]) begin   
                    if (!CMD[5]) begin  
                        SLTSL1 <= CMD[4];
                        SLTSL2 <= !CMD[4];
                        if (!CMD[4]) begin   
                            SLTSL1_CS1 <= (ADDR[15:14] == 2'b01) ? 1'b0 : 1'b1;
                            SLTSL1_CS2 <= (ADDR[15:14] == 2'b10) ? 1'b0 : 1'b1;
                            SLTSL1_CS12 <= ((ADDR[15:14] == 2'b01) || (ADDR[15:14] == 2'b10)) ? 1'b0 : 1'b1;
                        end else begin      
                            SLTSL2_CS1 <= (ADDR[15:14] == 2'b01) ? 1'b0 : 1'b1;
                            SLTSL2_CS2 <= (ADDR[15:14] == 2'b10) ? 1'b0 : 1'b1;
                            SLTSL2_CS12 <= ((ADDR[15:14] == 2'b01) || (ADDR[15:14] == 2'b10)) ? 1'b0 : 1'b1;
                        end
                    end
                end
                state <= GET_STATE_DATA;
            end
            GET_STATE_DATA: begin
                rdata_drive <= 1'b1;
                rdata_out <= {WAIT, INT, SW, 4'b0000, DATA};
            end
        endcase
    end
end
endmodule
File: design/flow/run.sh
#!/bin/bash
# OpenROAD 26Q1-2900-gdf79404cd8, Yosys 0.63+post, stock flow scripts
make -C /OpenROAD-flow-scripts/flow DESIGN_CONFIG=/design/flow/config.mk WORK_HOME=/design/flow/orfs finish
==> Implementation_results.wiki <==
== Implementation results ==
{| class="wikitable"
! Metric !! Value
|-
| Most instantiated cells after synthesis || buf_4 (37), dfstp_2 (12), dfrtn_1 (10), mux2_2 (9)
|-
| Half-perimeter wire length after placement || 1570 um
|-
| Number of hold buffers added after CTS || 0
|-
| Main flop type after synthesis || dfstp_2
|-
| Post-synthesis instance total || 135
|-
| Post-CTS Setup Bufs || 4
|-
| Most area-consuming cells after synthesis || dfstp_2 (20%), buf_4 (18%), dfrtn_1 (16%), dfxtp_1 (10%), mux2_2 (6.5%)
|-
| Starting density of the core || 32.1%
|-
| Last flow stage reached || clock tree synthesis
|-
| Total cells reported by yosys after synthesis || 135
|-
| Syn Std Cell Area || ~1600 sq um
|-
| Yosys stat area || 1560 sq um
|-
| Number of top-level pins || 65
|-
| First Error || [error] [KeplerFormal.cpp:679] Workflow failed: Iso has multiple drivers: .RDATA12, RDATA[12]$_DFFE_NP0P_.Q0
|-
| Share of synthesized registers carrying an async set or reset || between 60% and 70%
|-
| Number of synthesized flops with an enable pin || 3
|-
| Port Buffers || 22
|-
| Warnings from Yosys || 6
|-
| Part of the Yosys area used for sequential elements || 52.4%
|-
| Most common cell in the netlist || buf_4
|-
| Result of the run || stopped before the end
|-
| Share of the synthesized area in the top cell type || 20.2%
|-
| Pre-CTS WS || -0.224 ns
|-
| Number of distinct library cells after synthesis || 31
|-
| Horizontal extent of the die || ~74 um
|-
| Final RePlAce weighted congestion || 0.755
|-
| Height of the die || 74.1 um
|-
| TritonCTS Sinks || 33
|-
| Cell type contributing the most total cell area after synthesis || dfstp_2
|-
| Site row count || 25
|-
| Mean post-synth cell area || 11.5 sq um
|-
| Flop and latch count out of synthesis || 33
|-
| Post-CTS resize count || between 40 and 50
|}
## per-stage QoR
step / instance area, sq um / setup TNS, ns / utilization, % / instances
2_1_floorplan: 1680 / 0 / - / 168
3_3_place_gp: 1730 / -3.58 / 35.6 / 221
3_5_place_dp: 1730 / -3.62 / 35.6 / 221
## cells by family after synthesis
family                     synth area share [%]
buffers and inverters                      20.8
DFF                                        52.4
and+or+nand+nor                            10.2
muxes                                      7.15
AOI/OAI and AO/OA                          2.41
xor gates and xnor gates                   3.37
adders and majority gates                  3.21
other                                     0.482
