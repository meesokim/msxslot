$ cat design/flow/run.sh
#!/bin/bash
# OpenROAD 26Q1-2900-gdf79404cd8, Yosys 0.63+post, stock flow scripts
make -C /OpenROAD-flow-scripts/flow DESIGN_CONFIG=/design/flow/config.mk WORK_HOME=/design/flow/orfs finish
$ cat design/flow/config.mk
export PLATFORM = sky130hd
export DESIGN_NAME = msxbus_spi
export DESIGN_NICKNAME = msxbus_spi
export VERILOG_FILES = /design/flow/design.v
export SDC_FILE = /design/flow/constraint.sdc
export NUM_CORES = 4
export LEC_CHECK = 1
export CORE_UTILIZATION = 30
$ cat design/flow/constraint.sdc
current_design msxbus_spi

set clk_period 2.7
set clk_io_pct 0.2

create_clock -name clk0 -period $clk_period [get_ports {CLK}]
create_clock -name clk1 -period $clk_period [get_ports {SPI_CLK}]

set non_clock_inputs [all_inputs -no_clocks]
set_input_delay [expr $clk_period * $clk_io_pct] -clock clk0 $non_clock_inputs
set_output_delay [expr $clk_period * $clk_io_pct] -clock clk0 [all_outputs]
$ cat design/flow/design.v
module msxbus_spi (
    input CLK,           
    input SPI_CS,        
    input SPI_CLK,       
    input SPI_MOSI,      
    output reg SPI_MISO, 
    input WAIT,          
    output reg RD,       
    output reg WR,       
    output reg MREQ,     
    output reg IORQ,     
    output reg RESET,    
    output reg [15:0] ADDR,  
    output reg SLTSL1,   
    output reg SLTSL2,   
    output reg SLTSL1_CS1,
    output reg SLTSL1_CS2,
    output reg SLTSL1_CS12,
    output reg SLTSL2_CS1,
    output reg SLTSL2_CS2,
    output reg SLTSL2_CS12,
    output reg CS1,
    output reg CS2,
    output reg CS12,
    output reg M1,
    inout [7:0] DATA     
);
    reg [7:0] cmd;
    reg [7:0] data_out;
    reg [7:0] spi_in_shift;
    reg [7:0] spi_out_shift;
    reg data_drive;
    reg [3:0] bit_count;
    reg [2:0] byte_count;
    reg [2:0] state;
    reg [1:0] delay_count;
    localparam 
        IDLE = 3'd0,
        GET_CMD = 3'd1,
        GET_ADDR_L = 3'd2,
        GET_ADDR_H = 3'd3,
        SET_CONTROL = 3'd4,
        DELAY_STATE = 3'd5,
        WAIT_STATE = 3'd6,
        COMPLETE = 3'd7;
    assign DATA = data_drive ? data_out : 8'bZ;
    always @(negedge SPI_CLK or posedge SPI_CS) begin
        if (SPI_CS) begin
            bit_count <= 4'd0;
            byte_count <= 3'd0;
            state <= IDLE;
        end else begin
            spi_in_shift <= {spi_in_shift[6:0], SPI_MOSI};
            bit_count <= bit_count + 1;
            if (bit_count == 4'd7) begin
                bit_count <= 4'd0;
                case (byte_count)
                    3'd0: begin
                        cmd <= spi_in_shift;
                        byte_count <= byte_count + 1;
                    end
                    3'd1: begin
                        ADDR[7:0] <= spi_in_shift;
                        byte_count <= byte_count + 1;
                    end
                    3'd2: begin
                        ADDR[15:8] <= spi_in_shift;
                        byte_count <= byte_count + 1;
                        if (cmd[3:0] != 4'h5 && cmd[3:0] != 4'h8) begin
                            state <= SET_CONTROL;
                        end
                    end
                    3'd3: begin
                        if (cmd[0]) begin  
                            data_out <= spi_in_shift;
                            data_drive <= 1'b1;
                        end
                        byte_count <= 3'd0;
                        state <= SET_CONTROL;
                    end
                endcase
            end
        end
    end
    always @(posedge CLK or posedge SPI_CS) begin
        if (SPI_CS) begin
            RD <= 1'b1;
            WR <= 1'b1;
            MREQ <= 1'b1;
            IORQ <= 1'b1;
            RESET <= 1'b1;
            M1 <= 1'b1;
            SLTSL1 <= 1'b1;
            SLTSL2 <= 1'b1;
            data_drive <= 1'b0;
            state <= IDLE;
        end else begin
            case (state)
                SET_CONTROL: begin
                    MREQ <= cmd[1];
                    IORQ <= !cmd[1];
                    RD <= cmd[0];
                    WR <= !cmd[0];
                    M1 <= cmd[7];
                    if (!cmd[1]) begin  
                        SLTSL1 <= !cmd[4];
                        SLTSL2 <= cmd[4];
                        if (!cmd[4]) begin
                            SLTSL1_CS1 <= (ADDR[15:14] == 2'b01) ? 1'b0 : 1'b1;
                            SLTSL1_CS2 <= (ADDR[15:14] == 2'b10) ? 1'b0 : 1'b1;
                            SLTSL1_CS12 <= ((ADDR[15:14] == 2'b01) || (ADDR[15:14] == 2'b10)) ? 1'b0 : 1'b1;
                        end else begin
                            SLTSL2_CS1 <= (ADDR[15:14] == 2'b01) ? 1'b0 : 1'b1;
                            SLTSL2_CS2 <= (ADDR[15:14] == 2'b10) ? 1'b0 : 1'b1;
                            SLTSL2_CS12 <= ((ADDR[15:14] == 2'b01) || (ADDR[15:14] == 2'b10)) ? 1'b0 : 1'b1;
                        end
                    end
                    delay_count <= 2'b11;
                    state <= DELAY_STATE;
                end
                DELAY_STATE: begin
                    if (delay_count == 2'b00)
                        state <= WAIT_STATE;
                    else
                        delay_count <= delay_count - 1;
                end
                WAIT_STATE: begin
                    if (WAIT) begin
                        spi_out_shift <= DATA;
                        state <= COMPLETE;
                    end
                end
                COMPLETE: begin
                    RD <= 1'b1;
                    WR <= 1'b1;
                    MREQ <= 1'b1;
                    IORQ <= 1'b1;
                    SLTSL1 <= 1'b1;
                    SLTSL2 <= 1'b1;
                    data_drive <= 1'b0;
                    state <= IDLE;
                end
            endcase
        end
    end
    always @(posedge SPI_CLK or posedge SPI_CS) begin
        if (SPI_CS)
            SPI_MISO <= 1'b0;
        else begin
            case (state)
                WAIT_STATE: SPI_MISO <= 1'b1;   
                COMPLETE: SPI_MISO <= spi_out_shift[7-bit_count];
                default: SPI_MISO <= 1'b0;
            endcase
        end
    end
endmodule
==> notes.md <==
run metrics: status complete, but fails checks, Setup crit start ADDR[9]$_DFFE_NP_, worst vdd ir 0.0002330 V, Min Hold Slack 427.6 ps, grt peak-use layer met2, die area 5429 µm², wire per inst 9.422 µm, DRT Pass-1 Iters 4, Buffers & Inverters on Critical Path 1, GR Util met2 12.95%, Port Buf Inserts 18, I/O pins 47, DRC errors left 0, Crit path required time 2160 ps, crit path to ADDR[9], Final WS setup -11.49 ps, Mapped Cells 91, largest net degree at the start of global routing 13, Init Core Util 31.79%, flop-to-flop setup slack 1100 ps, violated checks setup timing, total track usage 8.616%, Synth cell types 22, first-pass GRT wire length 3325 µm, final slew viol count 0, FF-to-FF path depth 5, total power draw 1.272 mW, die height 73.68 µm, vias in the first global route 779, setup tns final -26.54 ps, CTS sink count 40, CTS Buf Count 5, H-tree Lvls 2, Post-DP Area 1782 µm², Max clock buf depth 2, DR vias 810, filler cell count 450, Slowest Stage Delay on Critical Path 360 ps, Core ar. 4848 µm², yosys stat area 1541 µm², r2r endpoint byte_count[0]$_DFFE_NP0P_, crit start category flop, number of enable flip-flop cells 33, crit path DAT 2170 ps, Worst Hold Class flop to flop, routability cong. 0.7248, Setup CP Type flop to primary output, tool warnings 66, Clock Skew 60.89 ps, met3 capacity usage during global routing 5.270%, Synth flops 40, Worst-path clk slew 50 ps, Post-DRT Antenna Nets 0, CP max stage cell edfxtp_1, area grow syn2layout 24.59%, antenna violations before repair 0, CTS tree built, worst flop-to-flop path startpoint byte_count[0]$_DFFE_NP0P_, initial detailed-routing violation count 26, Final setup viols 4, Synth async-reset ratio 17.50%, cell family with most CP delay flip-flops, Synth Seq Share 75.65%, Antenna diodes 0, # Cells Yosys 91, number of max-cap violations 0, CP Cell Sequence buf_2, post-detail-place hpwl 1430 µm, Die X 73.68 µm, critical path peak fanout 1, row count 25, met1 Usage GRT 10.47%, Final Cell Area 1921 µm², RSZ-0062 raised after global routing true, pwr dens 662.3 nW/µm², Clock Root Buffer clkbuf_8, Detailed Route WL 2054 µm, number of stages on the worst setup path 1, CP endpoint kind primary output, Post-Syn Area 1541 µm², synthesized area per cell 16.94 µm², grt total ovfl 0, Pleak 0.9048 nW, final core utilization 39.61%, layout cells sized above 1 23.18%, Commonest flop edfxtp_1, vias per cell 3.716, endpoints failing hold 0, Ys Warns 12
-- flip-flops by register name, indices dropped and copies added, names as in the netlist --
| register | count |
|---|---|
| byte_count | 3 |
| bit_count | 4 |
| ADDR | 16 |
| cmd | 1 |
| DATA | 8 |
| spi_in_shift | 8 |
-- worst min-delay path by stage --
stage     slack (ps)                     end                    from  depth (start not counted)
4_1_cts          430  bit_count[0]$_DFF_NP0_  bit_count[0]$_DFF_NP0_                          1
5_1_grt          460  bit_count[0]$_DFF_NP0_  bit_count[0]$_DFF_NP0_                          1
6_report         430  bit_count[0]$_DFF_NP0_  bit_count[0]$_DFF_NP0_                          1
-- layout by cell type, fill, tap and decap left out --
master	n
clkdlybuf4s50_1	1
and2_4	2
nand3b_1	1
inv_1	38
nor3_2	2
nand4b_2	1
buf_4	4
dfrtn_1	7
clkinv_4	1
dlygate4sd2_1	1
edfxtp_1	33
buf_6	1
nand3_1	1
xor2_1	1
conb_1	18
nor2b_1	1
o21ai_0	2
nor4_4	1
ha_1	5
o21a_1	1
clkbuf_8	5
nand2_1	2
nor4_2	1
mux2i_1	1
mux2_1	1
and2_1	2
clkinvlp_4	1
buf_2	16
-- layout make-up --
cell class | instances | area, µm² | area share (%)
inverters | 4 | 15.01 | 0.7818
multi-input cells | 43 | 302.8 | 15.77
clock buffers | 5 | 68.82 | 3.583
clock inverters | 36 | 143.9 | 7.492
flip-flops and latches | 40 | 1166 | 60.72
repair buffers | 23 | 140.1 | 7.296
well taps | 67 | 83.83 | 4.365
-- Yosys cell counts (2+ instances only) --
cell	count	area, µm²
and2_1	4	25.02
buf_4	18	135.1
conb_1	2	7.510
dfrtn_1	7	175.2
edfxtp_1	33	991.0
ha_1	5	62.56
inv_1	5	18.77
nand2_1	2	7.510
o21ai_0	2	10.01
-- kinds of logic after synthesis --
logic type                 share of synthesized area, %
DFF                                               75.65
buffers and inverters                             10.23
and+or+nand+nor                                   6.493
adders and majority gates                         4.058
AOI/OAI and AO/OA                                 1.137
other                                            0.4872
muxes                                             1.380
xor gates and xnor gates                         0.5683
-- metal layers --
layer  share of wire, %  up-vias
li1                   -      399
met1                 43      358
met2                 46       53
met3                 10        0
met4                  0        0
met5                  0        -
-- stage by stage --
stage,setup slack (ps),instances
final,-11.49,218
after global routing,-63.96,218
after CTS,-20.75,218
after detailed placement,-566.9,178
after global placement,-547.7,178
after floorplan,40.30,107
-- repair_timing --
| action | 4_1_cts | 5_1_grt |
|---|---|---|
| hold buffers | 0 | 0 |
| cloned | 0 | 0 |
| pin swaps | 2 | 0 |
| setup buffers | 0 | 0 |
| gates resized | 53 | 0 |
| endpoints found under the setup margin | 41 | 16 |
-- power breakdown --
group / leakage (nW) / switching (mW) / total, mW / internal, mW
clock network: 0.221 / 0.312 / 0.556 / 0.244
registers: 0.396 / 0.00888 / 0.699 / 0.690
logic: 0.287 / 0.00724 / 0.0171 / 0.00984
total: 0.905 / 0.329 / 1.27 / 0.943
Power and IR drop assume default switching activity.
